--- flow/run.sh ---
#!/bin/bash
# OpenROAD 26Q1-2900-gdf79404cd8, Yosys 0.63+post, stock flow scripts
make -C /OpenROAD-flow-scripts/flow DESIGN_CONFIG=/design/flow/config.mk WORK_HOME=/design/flow/orfs finish
--- flow/config.mk ---
export PLATFORM = sky130hd
export DESIGN_NAME = ram_interconnect
export DESIGN_NICKNAME = ram_interconnect
export VERILOG_FILES = /design/flow/design.v
export SDC_FILE = /design/flow/constraint.sdc
export NUM_CORES = 4
export LEC_CHECK = 1
export CORE_AREA = 10 10 171 171
export DIE_AREA = 0 0 181 181
--- flow/design.v ---
module ram_interconnect
(
	input clk,
	input rst,
	input [32 - 1 : 0] s0_awaddr,
	input [2 - 1 : 0] s0_awlen,
	input s0_awvalid,
	output s0_awready,
	input [32 - 1 : 0] s0_wdata,
	output s0_wvalid,
	input s0_wready,
	output s0_wlast,
	input [32 - 1 : 0] s0_araddr,
	input [2 - 1 : 0] s0_arlen,
	input s0_arvalid,
	output s0_arready,
	output [32 - 1 : 0] s0_rdata,
	output s0_rvalid,
	input s0_rready,
	output s0_rlast,
	input [32 - 1 : 0] s1_awaddr,
	input [2 - 1 : 0] s1_awlen,
	input s1_awvalid,
	output s1_awready,
	input [32 - 1 : 0] s1_wdata,
	output s1_wvalid,
	input s1_wready,
	output s1_wlast,
	input [32 - 1 : 0] s1_araddr,
	input [2 - 1 : 0] s1_arlen,
	input s1_arvalid,
	output s1_arready,
	output [32 - 1 : 0] s1_rdata,
	output s1_rvalid,
	input s1_rready,
	output s1_rlast,
	output [32 - 1 : 0] m_awaddr,
	output [2 - 1 : 0] m_awlen,
	output m_awvalid,
	input m_awready,
	output [32 - 1 : 0] m_wdata,
	input m_wvalid,
	output m_wready,
	input m_wlast,
	output [32 - 1 : 0] m_araddr,
	output [2 - 1 : 0] m_arlen,
	output m_arvalid,
	input m_arready,
	input [32 - 1 : 0] m_rdata,
	input m_rvalid,
	output m_rready,
	input m_rlast
);
	localparam SWIDTH = 2;
	localparam IDLE = 0;
	localparam SEL0 = 1;
	localparam SEL1 = 2;
	reg [SWIDTH - 1 : 0] state;
	assign m_awaddr = (state == SEL0) ? s0_awaddr : (state == SEL1) ? s1_awaddr : 0;
	assign m_awlen  = (state == SEL0) ? s0_awlen : (state == SEL1) ? s1_awlen : 0;
	assign m_awvalid = (state == SEL0) ? s0_awvalid : (state == SEL1) ? s1_awvalid : 0;
	assign s0_awready = (state == SEL0) ? m_awready : 0;
	assign s1_awready = (state == SEL1) ? m_awready : 0;
	assign m_wdata = (state == SEL0) ? s0_wdata : (state == SEL1) ? s1_wdata : 0;
	assign s0_wvalid = (state == SEL0) ? m_wvalid : 0;
	assign s1_wvalid = (state == SEL1) ? m_wvalid : 0;
	assign m_wready = (state == SEL0) ? s0_wready : (state == SEL1) ? s1_wready : 0;
	assign s0_wlast = (state == SEL0) ? m_wlast : 0;
	assign s1_wlast = (state == SEL1) ? m_wlast : 0;
	assign m_araddr = (state == SEL0) ? s0_araddr : (state == SEL1) ? s1_araddr : 0;
	assign m_arlen = (state == SEL0) ? s0_arlen : (state == SEL1) ? s1_arlen : 0;
	assign m_arvalid = (state == SEL0) ? s0_arvalid : (state == SEL1) ? s1_arvalid : 0;
	assign s0_arready = (state == SEL0) ? m_arready : 0;
	assign s1_arready = (state == SEL1) ? m_arready : 0;
	assign s0_rdata = (state == SEL0) ? m_rdata : 0;
	assign s1_rdata = (state == SEL1) ? m_rdata : 0;
	assign s0_rvalid = (state == SEL0) ? m_rvalid : 0;
	assign s1_rvalid = (state == SEL1) ? m_rvalid : 0;
	assign m_rready = (state == SEL0) ? s0_rready : (state == SEL1) ? s1_rready : 0;
	assign s0_rlast = (state == SEL0) ? m_rlast : 0;
	assign s1_rlast = (state == SEL1) ? m_rlast : 0;
	always @(posedge clk) begin
		if(rst) begin
			state <= IDLE;
		end else begin
			case (state)
				IDLE : begin
					if ((s0_awvalid && m_awready) || (s0_arvalid && m_arready)) state <= SEL0;
					if ((s1_awvalid && m_awready) || (s1_arvalid && m_arready)) state <= SEL1;
				end
				SEL0: begin
					if ((m_wlast && s0_wready) || (m_rlast && s0_rready)) state <= IDLE;
				end
				SEL1 : begin
					if ((m_wlast && s1_wready)|| (m_rlast && s1_rready)) state <= IDLE;
				end
			endcase  
		end
	end
endmodule  
--- flow/constraint.sdc ---
current_design ram_interconnect

set clk_period 14.0
set clk_io_pct 0.2

create_clock -name clk0 -period $clk_period [get_ports {clk}]

set non_clock_inputs [all_inputs -no_clocks]
set_input_delay [expr $clk_period * $clk_io_pct] -clock clk0 $non_clock_inputs
set_output_delay [expr $clk_period * $clk_io_pct] -clock clk0 [all_outputs]
==> summary.txt <==
fresh numbers from the pnr run: Worst Setup SP=m_wlast, Log Warnings=25, Post-synth ARST share=0, Vias/cell=3.55, Worst slew margin=0.509, initial antenna violation count=0, WP data required=11.20 ns, hpwl dp=14.9 mm, CP cell instances=clkdlybuf4s50_1, and2_1, clkdlybuf4s50_1, final hold violations=0, share of cells above drive strength 1=0.0174, H-tree lvl count=1, row cnt=58, #FFs+latches synth=3, Worst R2R Setup Slack=12.95 ns, CTS Sinks=3, Antenna Cells=0, DR vias=3421, share of the synthesized area in the top cell type=0.537, Core Density at Floorplan=0.0683, Fmax=0.147 GHz, maximum clock path buffer count=2, status=finished clean, Hold Path Depth=2, actual transition at the worst max-transition pin=0.736 ns, final WL=17.2 mm, Hold Startpoint=state[0], Layout area overhead=267%, YS warnings=1, Finished Layout Cells=964, XOR-XNOR Cells, Area Fraction=0, Initial DRC Count=91, largest net degree at the start of global routing=66, gr usage total=0.0953, Finish-stage setup viols=0, Largest register FFs=3, Synth Cell Area=1730 sq um, Setup crit end kind=primary output, drt pass-1 iters=6, Clock Pin Slew Worst Setup and Hold Paths=0.03 ns, GPL Wtd Cong=0.772, yosys adder share=0, Multiplexer share=0, minimum clock period=6.79 ns, final core occ=0.251, min-delay worst type=flip-flop to flip-flop, vias in the first global route=3673, R2R cell count=4, leakage=2.32 nW, peak fanout along the critical path=4, fill count=2674, drt wl/cell=17.8 um, ys flop type=dfxtp_1, Synth top cell by count=a22o_1, CTS Hold Bufs=0, Die Area=32800 sq um, Final Max Slew Viols=0, Post-Synth AOI/OAI Area=0.562, number of enable flip-flop cells=0, Most flops, register=state, die height=181 um, clock root cell=clkbuf_16, Top logic family=AND-OR/OR-AND gates, TNS Setup=0 ns, crit share post-route=0.485, post-CTS resize count=0, DRC violations left=0, GR peak layer=met2, Synth area leader=a22o_1, main area contributors=a22o_1 (54%), and2_1 (27%), buf_6 (4.6%), RSZ-0062 raised after global routing=no, post-route antenna net violation count=0, Cell Type Count=19, Late-Pin Clk Latency=0.22 ns, CTS buffer count=3, Placeable Area=25300 sq um, TritonCTS clock tree=built, Arr. time, crit path=3.99 ns, number of cells in Yosys stat=229, Worst Setup Start Kind=primary input, CP bufs+invs=2, most numerous cell on the critical path=clkdlybuf4s50_1, critical path class=primary input to primary output, Final Skew=0.00264 ns, register area share after synthesis=0.0347, fin area=6350 sq um, Commonest cells post-synth=a22o_1 (106), and2_1 (76), clkbuf_1 (12), buf_2 (10), buf_6 (7), Max Cap Viol=0, Simple Share, Synth=0.289, dpl cell area=6270 sq um, number of top-level pins=428, Power Total=0.246 mW, yosys stat area=1730 sq um, biggest regs=state (3), Synth Area per Inst=7.56 sq um, RR Startpoint=state[1], crit-path leading delay family=buffers and inverters, grt met1 use=0.105, CP Depth=3, Gate Count Post-Synth=229, PD cells=38.8 nW/um^2, grt ovf=0, GR Util met2=0.169, first-pass GRT wire length=24.4 mm, postcts setup bufs=0, die width=181 um, peak per-stage delay on the critical path=0.54 ns, slowest CP cell=clkdlybuf4s50_1, placed cells=960, GR Util met3=0.0464, PortBufs=427, Peak VDD IR=0.0488 mV
## cells in the final DEF, fill, tap and decap left out, drive strengths merged
cell type        n
o22ai            1
dfxtp            3
a22o           106
buf              5
nand2            1
o221ai           1
inv              3
nor2b            1
clkbuf           4
and2            76
a32oi            1
clkdlybuf4s50  427
a22oi            2
nor2             2
a21oi            1
## kinds of logic (layout without fill, tap and decap cells)
kind of cell,count (synthesis),after routing
AOI/OAI and AO/OA,112,112
and+or+nand+nor,80,80
buffers and inverters,34,439
DFF,3,3
## final cells by class
class | instances | area, sq um | area share
tap | 330 | 413 | 0.0650
clock buffer | 4 | 78.8 | 0.0124
timing repair buffer | 432 | 4310 | 0.679
sequential | 3 | 63.8 | 0.0100
inverter | 3 | 11.3 | 0.00177
multi-input combinational | 192 | 1470 | 0.232
## where the power goes
group	switching [mW]	total, mW	internal, mW
Clock	0.00726	0.0448	0.0375
Combinational	0.0507	0.191	0.140
Sequential	0.00111	0.0105	0.00937
Total	0.0590	0.246	0.187
## final timing paths
check,end
min reg2reg,state[0]
max,s0_wlast
min,state[0]
max reg2reg,state[1]
## per-stage QoR
stage,setup slack [ns],hold WS (ns)
CTS,7.17,0.522
global placement,7.18,0.501
finish,7.21,0.517
floorplan,8.22,0.492
global route,7.15,0.575
detailed placement,7.19,0.521
## routing by layer
| metal | up-vias | wire length [um] | share of wire |
|---|---|---|---|
| met1 | 1475 | 6480 | 0.38 |
| li1 | 1695 | - | - |
| met5 | - | 0 | 0 |
| met4 | 0 | 112 | 0.0065 |
| met2 | 245 | 8430 | 0.49 |
| met3 | 6 | 2140 | 0.12 |
## worst register-to-register path, delay by kind of cell, from the launching register on
family,cells,cell delay (ns)
flops,1,0.29
compound gates,1,0.16
simple gates,1,0.13
buf+inv,2,0.40
Power is estimated from default activity; no workload was simulated.
