$ cat design/flow/run.sh
#!/bin/bash
# OpenROAD 26Q1-2900-gdf79404cd8, Yosys 0.63+post, stock flow scripts
make -C /OpenROAD-flow-scripts/flow DESIGN_CONFIG=/design/flow/config.mk WORK_HOME=/design/flow/orfs finish
$ cat design/flow/config.mk
export PLATFORM = sky130hd
export DESIGN_NAME = regfile
export DESIGN_NICKNAME = regfile
export VERILOG_FILES = /design/flow/design.v
export SDC_FILE = /design/flow/constraint.sdc
export NUM_CORES = 4
export LEC_CHECK = 1
export CORE_UTILIZATION = 40
$ cat design/flow/constraint.sdc
current_design regfile

set clk_period 15.8
set clk_io_pct 0.2

create_clock -name clk0 -period $clk_period [get_ports {clk}]

set non_clock_inputs [all_inputs -no_clocks]
set_input_delay [expr $clk_period * $clk_io_pct] -clock clk0 $non_clock_inputs
set_output_delay [expr $clk_period * $clk_io_pct] -clock clk0 [all_outputs]
$ cat design/flow/design.v
module regfile
(
	input clk,
	input rst,
	input w_enable,
	input [4 : 0] rs1_num,
	input [4 : 0] rs2_num,
	input [4 : 0] rd_num,
	input [31 : 0] rd_data,
	output [31 : 0] rs1_data,
	output [31 : 0] rs2_data
);
	reg [31 : 0] datas[31 : 0];
	initial begin
		for (integer i = 0; i < 32; i = i + 1) begin
			datas[i] = 32'h0;
		end
	end
	assign rs1_data = (rs1_num == 0) ? 32'h0 : datas[rs1_num];
	assign rs2_data = (rs2_num == 0) ? 32'h0 : datas[rs2_num];
	always @(posedge clk) begin
		if (rst) begin
			for (integer i = 0; i < 32; i = i + 1) begin
				datas[i] = 32'h0;
			end
		end else if (w_enable && rd_num != 0) begin
			datas[rd_num] <= rd_data;
		end
	end  
endmodule  
==> impl_metrics.ini <==
; physical design summary
[outcome]
status = complete, no violations

[final_layout]
stdcell_count = 5393
flop_area_sq_um = 30750
finish.utilization = 0.4546
drive_above_1_share = 0.2508
area_delta_synth_final_pct = 12.26
layout_top_cell = edfxtp_1
logic_area_sq_um = 22000
final_cell_area_sq_um = 60900
filler_cell_count = 11340
final_cell_mix = edfxtp_1 (1,024), and2_1 (994), mux4_2 (472)
largest_reg_flops = 1024
regMostFlops = datas
top_regs = datas: 1024 flops

[final_timing]
fin_tns_setup_ps = 0
tightest_slew_ps = 974.4
hold_viol = 0
setup-violations-final = 0
slew_violations = 0
max_slew_margin = 0.3336
fmax_mhz = 97.53
fin_crit_sh = 0.6490
layout_min_cycle_time_ps = 10250
rsz0062_at_grt = false
setup_ws_ps = 5546

[clocking]
holdBufCountCts = 0
clockBufferDepth = 3
cts_resized = 0
cts_tree = built
cts_root_buf = clkbuf_16
numCtsBuffers = 108
htreeDepth = 3
path_clk_slew_ps = 60
clock_sinks = 1024
post_cts_buffers = 0

[yosys]
synth_flops = 1024
yosys.stat.seqShare = 0.5668
ys_warn_count = 1
syn_area_sq_um = 54250
syn_inst = 3502
ys_cells = 3502
ys_area_sq_um = 54250
yosysUniqueCellTypes = 43
syn_area_per_cell_sq_um = 15.49

[placement]
dp_worst_setup_slack_ps = 5587
gp_congestion = 0.9229
port_buffers = 113
dp_cells = 5187
placed_area_sq_um = 57350
dpl.hpwl_mm = 102.3

[power]
power_frac_clock = 0.392
intPower_mw = 4.979
leakage_nw = 20.69
seqPwrFrac = 0.488
vdd_ir_drop_max_uv = 86.88
sw_frac_of_total = 0.2433
pwr-share-comb = 0.120
p_sw_mw = 1.601
powerDensity_nw_per_um2 = 108.1

[flow_run]
tool_warnings = 26
cap_violations = 0

[global_routing]
grt_max_degree = 78
grt_pass1_vias = 34860
grtUsageTotal = 0.2799
overflow = 0
grt_pass1_wl_mm = 248.4
grt_antenna_before_repair = 3

[critical_path]
startpoint = rs2_num[3]
worstSetupPathType = in -> out
critical_path_required_ps = 12640
arrival_ps = 7090
path_max_fanout = 29
crit_path_end_kind = primary output
start_kind = primary input

[route]
vias_per_cell = 5.946
drc = 0
wl_per_cell_um = 32.04
drt-initial-drc-count = 2147
dr.pass1.iters = 5
ant_nets = 0
routed_wl_mm = 172.8
num_vias = 32070

[die]
die_x_um = 370.3
ios = 114
fp-utilization = 0.4050
coreArea_sq_um = 134000
chip_area_sq_um = 137100
std_cell_rows = 134
die_h_um = 370.3

[worst_hold_path]
hold_path.class = in -> reg
hp-start = rst
==> cell usage after synthesis <==
cell	instances	area (sq um)
nor4b_2	1	15.01
nor2b_1	14	87.58
a21oi_1	12	60.06
buf_1	21	78.83
o22ai_1	103	644.4
a32o_1	4	40.04
and4b_1	1	10.01
clkbuf_1	269	1010
mux2i_1	150	1501
nand2b_1	5	31.28
o221ai_1	1	8.760
edfxtp_1	1024	30750
nor4b_1	2	17.52
nand3b_1	5	37.54
buf_2	36	180.2
or2_2	33	206.5
or3b_2	4	35.03
nand3_1	5	25.02
a221o_1	2	20.02
and3_1	3	18.77
nand4bb_1	2	22.52
a22o_1	51	446.7
inv_1	2	7.510
or3_1	2	12.51
a2111oi_0	14	122.6
buf_4	38	285.3
a22oi_1	16	120.1
mux4_2	472	10630
mux2_2	30	337.8
or4b_2	1	10.01
nand2_1	7	26.28
clkbuf_2	1	5.000
a221oi_1	4	35.03
nand4b_1	1	8.760
a2111oi_1	41	410.4
buf_6	22	247.7
a211oi_1	7	52.55
conb_1	1	3.750
nor3_1	54	270.3
o21ai_0	4	20.02
nor2_1	36	135.1
nor4_1	6	37.54
and2_1	995	6225
==> path summary, 6_finish.rpt <==
path / endpoint / slack [ps] / depth (start not counted)
worst max-delay path: rs2_data[3] / 5550 / 8
worst min-delay path: datas[0][28]$_SDFFCE_PN0P_ / 3070 / 2
==> area by class of cell <==
type	instances	area share
clock inverters	75	0.01181
well taps	1768	0.03632
multi-input cells	2120	0.3613
clock buffers	130	0.04643
repair buffers	273	0.03912
inverters	2	0.0001233
diodes	1	0.00004109
flip-flops and latches	1024	0.5049
==> cell families after synthesis <==
family,Yosys count,synth area share
compound gates,259,0.03651
buf+inv,389,0.03344
flops,1024,0.5668
mux,652,0.2299
other cells,1,0.00006913
simple gates,1177,0.1333
==> through the flow <==
step	hold WS [ps]	total power, mW
finish	3066	6.581
global route	3062	6.785
CTS	3032	6.619
detailed placement	3796	4.053
global placement	3792	4.051
floorplan	3358	3.709
==> per-layer routing <==
layer | vias up | GRT usage | part of all wire
met4 | 10 | 0.08622 | 0.040
met2 | 2173 | 0.4053 | 0.46
li1 | 13620 | - | -
met5 | - | 0.01958 | 0.0020
met3 | 346 | 0.1921 | 0.16
met1 | 15920 | 0.3463 | 0.33
==> power by group through the flow <==
stage,clock (mW),combinational (mW),sequential [mW]
after CTS,2.62,0.789,3.21
final,2.58,0.788,3.21
after global routing,2.72,0.831,3.23
==> critical path: stages <==
cell             delay (ps)
clkdlybuf4s50_1         580
buf_4                   440
and2_4                  560
buf_4                   610
a22o_1                  240
a2111oi_1                60
nor3_1                  790
clkdlybuf4s50_1         620
Power figures rest on the tool's default switching activity, not on a simulated workload.
