===== ./run.sh =====
#!/bin/bash
# OpenROAD 26Q1-2900-gdf79404cd8, Yosys 0.63+post, stock flow scripts
make -C /OpenROAD-flow-scripts/flow DESIGN_CONFIG=/design/flow/config.mk WORK_HOME=/design/flow/orfs finish

===== ./config.mk =====
export PLATFORM = sky130hd
export DESIGN_NAME = decode_execute
export DESIGN_NICKNAME = decode_execute
export VERILOG_FILES = /design/flow/design.v
export SDC_FILE = /design/flow/constraint.sdc
export NUM_CORES = 4
export LEC_CHECK = 1
export CORE_UTILIZATION = 30

===== ./constraint.sdc =====
current_design decode_execute

set clk_period 29.0
set clk_io_pct 0.2

create_clock -name clk0 -period $clk_period

set non_clock_inputs [all_inputs -no_clocks]
set_input_delay [expr $clk_period * $clk_io_pct] -clock clk0 $non_clock_inputs
set_output_delay [expr $clk_period * $clk_io_pct] -clock clk0 [all_outputs]

===== ./design.v =====
module alu
(
	input wire [4 - 1 : 0] operator,
	input wire [31 : 0] operand1,
	input wire [31 : 0] operand2,
	output reg [31 : 0] out
);
	parameter SHAMT_WIDTH = 5;
	wire [SHAMT_WIDTH - 1 : 0] shamt;
	assign shamt = operand2[SHAMT_WIDTH - 1 : 0];
	always @(*) begin
		case (operator)
			4'h0  :  out = operand1 + operand2;
			4'h1  :  out = operand1 - operand2;
			4'h2  :  out = operand1 & operand2;
			4'h3   :  out = operand1 | operand2;
			4'h4  :  out = operand1 ^ operand2;
			4'h5  :  out = operand1 << shamt;
			4'h6  :  out = $signed(operand1) >>> shamt;
			4'h7  :  out = operand1 >> shamt;
			4'h8  :  out = ($signed(operand1) < $signed(operand2)) ? 32'b1 : 32'b0;
			4'h9 :  out = (operand1 < operand2) ? 32'b1 : 32'b0;
			4'hA  :  out = (operand1 == operand2) ? 32'b1 : 32'b0;
			4'hB  :  out = (operand1 != operand2) ? 32'b1 : 32'b0;
			4'hC  :  out = ($signed(operand1) >= $signed(operand2)) ? 32'b1 : 32'b0;
			4'hD :  out = (operand1 >= operand2) ? 32'b1 : 32'b0;
			default: out = 0;
		endcase 
	end  
endmodule  
module decode
(
	input [31 : 0] code,
	input [31 : 0] pc,
	input [31 : 0] rs1_data,
	input [31 : 0] csr_rdata,
	output [4 : 0] rs1_num,
	output [4 : 0] rs2_num,
	output [4 : 0] rd_num,
	output reg [31 : 0] imm,
	output reg [4 - 1 : 0]  alu_op_sel,
	output reg [2 - 1 : 0] src_a_sel,
	output reg [3 - 1 : 0] src_b_sel,
	output reg [3 - 1 : 0] pc_sel,
	output wb_reg,  
	output reg [31 : 0] csr_addr,
	output reg [31 : 0] csr_wdata,
	output reg csr_wb  
);
	parameter TYPE_WIDTH = 3;
	parameter TYPE_NONE = 3'b000;
	parameter TYPE_R = 3'b001;
	parameter TYPE_I = 3'b010;
	parameter TYPE_S = 3'b011;
	parameter TYPE_B = 3'b100;
	parameter TYPE_U = 3'b101;
	parameter TYPE_J = 3'b110;
	reg [TYPE_WIDTH - 1 : 0] type;
	wire [6 : 0] opcode;
	wire [2 : 0] func3;
	wire [6 : 0] func7;
	assign opcode = code[6 : 0];
	assign func3 = code[14 : 12];
	assign func7 = code[31 : 25];
	always @(*) begin
		case (code[6 : 5])
			2'b00 : begin
				if (code[4 : 2] == 3'b000 || code[4 : 2] == 3'b100 || code[4 : 2] == 3'b011) type = TYPE_I;
				else if (code[4 : 2] == 3'b101) type = TYPE_U;
				else type = TYPE_NONE;
			end
			2'b01: begin
				if (code[4 : 2] == 3'b100) type = TYPE_R;
				else if (code[4 : 2] == 3'b000) type = TYPE_S;
				else if (code[4 : 2] == 3'b101) type = TYPE_U;
				else type = TYPE_NONE;
			end
			2'b11: begin
				if (code[4 : 0] == 5'b10011 || code[4 : 0] == 5'b00111) type = TYPE_I;
				else if (code[4 : 0] == 5'b00011) type = TYPE_B;
				else if (code[4 : 0] == 5'b01111) type = TYPE_J;
				else type = TYPE_NONE;
			end
			default: type = TYPE_NONE;
		endcase
	end  
	always @(*) begin
		case (type)
			TYPE_I : imm = { {21{code[31]}}, code[30 : 20] };
			TYPE_S : imm = { {21{code[31]}}, code[30 : 25], code[11 : 7] };
			TYPE_B : imm = { {20{code[31]}}, code[7], code[30 : 25], code[11 : 8], 1'b0 };
			TYPE_U : imm = { code[31 : 12], 12'b0 };
			TYPE_J : imm = { {12{code[31]}}, code[19 : 12], code[20], code[30 : 21], 1'b0 };
			default : imm = 32'b0;
		endcase
	end  
	assign rs1_num = (type == TYPE_U || type == TYPE_J) ? 5'b0 : code[19 : 15];
	assign rs2_num = (type == TYPE_I || type == TYPE_U || type == TYPE_J) ? 5'b0 : code[24 : 20];
	assign rd_num  = (type == TYPE_S || type == TYPE_B) ? 5'b0 : code[11 : 7];
	always @(*) begin
		case (opcode)
			7'b0010011, 7'b0110011 : begin  
				case (func3)
					3'b000 : begin
						if (code[31 : 25] == 7'b0100000 && opcode == 7'b0110011) alu_op_sel = 4'h1;
						else alu_op_sel = 4'h0;
					end
					3'b010 : alu_op_sel = 4'h8;
					3'b011 : alu_op_sel = 4'h9;
					3'b100 : alu_op_sel = 4'h4;
					3'b110 : alu_op_sel = 4'h3;
					3'b111 : alu_op_sel = 4'h2;
					3'b001 : alu_op_sel = 4'h5;
					3'b101 : begin
						case (func7)
							7'b0000000 : alu_op_sel = 4'h7;
							7'b0100000 : alu_op_sel = 4'h6;
							default : alu_op_sel = 4'hE;
						endcase  
					end
				endcase  
			end
			7'b1100011 : begin  
				case (func3)
					3'b000 : alu_op_sel = 4'hA;
					3'b001 : alu_op_sel = 4'hB;
					3'b100 : alu_op_sel = 4'h8;
					3'b101 : alu_op_sel = 4'hC;
					3'b110 : alu_op_sel = 4'h9;
					3'b111 : alu_op_sel = 4'hD;
					default : alu_op_sel = 4'hE;
				endcase  
			end
			7'b0100011, 7'b0000011 : begin  
				alu_op_sel = 4'h0;
			end
			7'b0110111, 7'b0010111, 7'b1101111, 7'b1100111 : begin  
				alu_op_sel = 4'h0;
			end
			default : alu_op_sel = 4'hE;
		endcase  
	end
	always @(*) begin
		case (type)
			TYPE_I, TYPE_R, TYPE_S : begin
				if (opcode == 7'b1100111) src_a_sel = 2'h1;  
				else src_a_sel = 2'h2;
			end
			TYPE_B : src_a_sel = 2'h2;
			TYPE_U : begin
				case (opcode)
					7'b0110111 : src_a_sel = 2'h3;  
					7'b0010111 : src_a_sel = 2'h1;  
					default  : src_a_sel = 2'h0;
				endcase
			end
			TYPE_J : src_a_sel = 2'h1;
			default : src_a_sel = 2'h0;
		endcase  
	end  
	always @(*) begin
		case (type)
			TYPE_I : begin
				if (opcode == 7'b1100111) src_b_sel = 3'h4;  
				else src_b_sel = 3'h2;
			end
			TYPE_S : src_b_sel = 3'h2;
			TYPE_R, TYPE_B : src_b_sel = 3'h1;
			TYPE_U : begin
				case (opcode)
					7'b0110111 : src_b_sel = 3'h3;  
					7'b0010111 : src_b_sel = 3'h2;  
					default  : src_b_sel = 3'h0;
				endcase
			end
			TYPE_J : src_b_sel = 3'h4;
			default : src_b_sel = 3'h0;
		endcase  
	end  
	always @(*) begin
		case (opcode)
			7'b1101111 : pc_sel = 3'h2;
			7'b1100111 : pc_sel = 3'h3;
			7'b1110011 : begin  
				if (code[14 : 7] == 8'h0) begin
					if (code[31 : 20] == 12'h0) pc_sel = 3'h4;
					else if (code[31 : 25] == 7'b0011000) pc_sel = 3'h5;
				end else begin
					pc_sel = 3'h1;
				end
			end
			default  : pc_sel = 3'h1;
		endcase  
	end  
	assign wb_reg = (type == TYPE_I || type == TYPE_R || type == TYPE_U || type == TYPE_J) ? 1 : 0;
	wire [31 : 0] zimm;
	assign zimm = {27'b0, code[19 : 15]};
	always @(*) begin
		if (opcode == 7'b1110011) begin
			if (code[31 : 20] == 12'h0) begin  
				csr_wdata = 32'd11;
			end else begin
				case (func3)
					3'b001 : csr_wdata = rs1_data;
					3'b010 : csr_wdata = csr_rdata | rs1_data;
					3'b011 : csr_wdata = csr_rdata & ~rs1_data;
					3'b101 : csr_wdata = zimm;
					3'b110 : csr_wdata = csr_rdata | zimm;
					3'b111 : csr_wdata = csr_rdata & ~zimm;
					default: csr_wdata = csr_rdata;
				endcase  
			end
		end else begin
			csr_wdata = 32'h0;
		end
	end
	always @(*) begin
		if (opcode == 7'b1110011) begin
			if (code[31 : 20] == 12'h0) begin  
				csr_addr = 12'h342;
			end else begin
				csr_addr = code[31 : 20];
			end
		end else begin
			csr_addr = 12'hfff;
		end
	end
	always @(*) begin
		if (opcode == 7'b1110011) begin
			case (func3)
				3'b001 : csr_wb = 1;  
				3'b101 : csr_wb = 1;  
				3'b000 : begin
					if (code[31 : 20] == 12'h0) csr_wb = 1;  
					else csr_wb = 0;
				end
				default : csr_wb = 0;
			endcase  
		end else begin
			csr_wb = 0;
		end
	end
endmodule  
module decode_execute (  
	input [31 : 0] ir,
	input [31 : 0] pc,
	input [31 : 0] rs1_data,
	input [31 : 0] rs2_data,
	input [31 : 0] csr_rdata,
	output [4 : 0] rs1_num,
	output [4 : 0] rs2_num,
	output [6 : 0] opcode,
	output [2 : 0] func3,
	output wb_reg,  
	output [4 : 0] rd_num,
	output [31 : 0] rd_data,
	output [31 : 0] imm,
	output [3 - 1 : 0] pc_sel,
	output br_taken,
	output [11 : 0] csr_addr,
	output [31 : 0] csr_wdata,
	output csr_wb
);
	parameter OP_BRANCH = 7'b1100011;
	wire [31 : 0] imm_w;
	wire [31 : 0] alu_out;
	wire [4 - 1 : 0]  alu_op_sel;
	wire [2 - 1 : 0] src_a_sel;
	wire [3 - 1 : 0] src_b_sel;
	assign opcode = ir[6 : 0];
	assign func3  = ir[14 : 12];
	assign br_taken = (opcode == OP_BRANCH && alu_out == 32'b1) ? 1 : 0;
	assign rd_data = (opcode == 7'b1110011) ? csr_rdata : alu_out;
	assign imm = imm_w;
	decode decode (
		.code(ir), .pc(pc), .rs1_data(rs1_data), .csr_rdata(csr_rdata),
		.rs1_num(rs1_num), .rs2_num(rs2_num), .rd_num(rd_num), .imm(imm_w),
		.alu_op_sel(alu_op_sel),
		.src_a_sel(src_a_sel), .src_b_sel(src_b_sel), .pc_sel(pc_sel),
		.wb_reg(wb_reg),
		.csr_addr(csr_addr), .csr_wdata(csr_wdata), .csr_wb(csr_wb)
	);
	execute execute (
		.pc(pc), .imm(imm_w),
		.alu_op_sel(alu_op_sel), .src_a_sel(src_a_sel), .src_b_sel(src_b_sel),
		.rs1_data(rs1_data), .rs2_data(rs2_data),
		.alu_out(alu_out)
	);
endmodule  
module execute (
	input [31 : 0] pc,
	input [31 : 0] imm,
	input [4 - 1 : 0]  alu_op_sel,
	input [2 - 1 : 0] src_a_sel,
	input [3 - 1 : 0] src_b_sel,
	input [31 : 0] rs1_data,
	input [31 : 0] rs2_data,
	output [31 : 0] alu_out
);
	wire [31 : 0] alu_src_a;
	wire [31 : 0] alu_src_b;
	src_a_mux src_a_mux (
		.pc(pc),
		.rs1_data(rs1_data),
		.imm(imm),
		.select(src_a_sel),
		.alu_src_a(alu_src_a)
	);
	src_b_mux src_b_mux (
		.rs2_data(rs2_data),
		.imm(imm),
		.select(src_b_sel),
		.alu_src_b(alu_src_b)
	);
	alu alu (
		.operator(alu_op_sel),
		.operand1(alu_src_a), .operand2(alu_src_b),
		.out(alu_out)
	);
endmodule  
module src_a_mux
(
	input [31 : 0] pc,
	input [31 : 0] rs1_data,
	input [31 : 0] imm,
	input [2 - 1 : 0] select,
	output reg [31 : 0] alu_src_a
);
	always @(*) begin
		case (select)
			2'h1  : alu_src_a = pc;
			2'h2 : alu_src_a = rs1_data;
			2'h3 : alu_src_a = imm;
			default : alu_src_a = 32'b0;
		endcase
	end  
endmodule  
module src_b_mux
(
	input [31 : 0] rs2_data,
	input [31 : 0] imm,
	input [3 - 1 : 0] select,
	output reg [31 : 0] alu_src_b
);
	always @(*) begin
		case (select)
			3'h1    : alu_src_b = rs2_data;
			3'h2    : alu_src_b = imm;
			3'h3      : alu_src_b = 32'h0;
			3'h4     : alu_src_b = 32'h4;
			default : alu_src_b = 32'b0;
		endcase
	end  
endmodule  

==> flow_metrics.py <==
# Generated from Yosys and OpenROAD reports
metrics = {
    "outcome": {
        "status": "completed",
    },
    "synth": {
        "top_cell_area_share": 0.09825,
        "synth-xor-area-share": 0.01068,
        "yosys_warnings": 5,
        "flop_cell": "dlxtn_1",
        "synthCells": 2030,
        "synth_cell_types": 117,
        "yosysCellCount": 2030,
        "synth.area.mux_share": 0.1128,
        "synthTopCellsByArea": "ha_1 (9.8%), mux2i_1 (8.9%), nand2_1 (6.2%)",
        "synth_area_per_cell_sq_um": 6.461,
        "synth-edff-count": 0,
        "synth-compound-area-share": 0.3948,
        "synth-seq-cells": 3,
        "synth_top_cell_by_count": "nand2_1",
        "yosysChipArea_sq_um": 13120,
        "simple_gate_share": 0.2739,
        "largest_area_cell": "ha_1",
        "top_cells_by_count": "nand2_1 (215), nor2_1 (206), a21oi_1 (147)",
        "netlist_area_sq_um": 13120,
        "adder_share": 0.1013,
        "ys_top_logic_family": "AND-OR/OR-AND gates",
        "async_flop_share": 0,
    },
    "grt": {
        "antenna_found_initial": 6,
        "grt_pass1_vias": 16790,
        "grt_max_degree": 55,
        "grt_pass1_wl_um": 131000,
        "grt_overflow": 0,
        "track_usage": 0.4221,
    },
    "timing": {
        "slew_violations": 0,
        "untimed_endpoints": 6,
        "fin_setup_tns_ps": 0,
        "setup_violations": 0,
        "hold_viol_final": 0,
        "unclocked_regs": 3,
        "clock.fmax_mhz": 48.94,
        "post-route-min-period_ps": 20430,
        "finalClockPeriodUsage": 0.7046,
        "rsz0062_at_grt": "false",
        "tightest_slew_ps": 1110,
        "hold_slack_ps": 12530,
        "slew_headroom": 0.2408,
    },
    "floorplan": {
        "core_area_sq_um": 43080,
        "rows": 76,
        "io_pins": 299,
        "die_area_sq_um": 44560,
        "die_h_um": 211.1,
        "fp_util": 0.3045,
        "die_w_um": 211.1,
    },
    "worst_setup_path": {
        "crit_path_top_delay_cell": "clkdlybuf4s50_1",
        "startpoint_type": "input port",
        "cpPeakStageDelay_ps": 820,
        "crit_required_ps": 23200,
        "crit_path_end_kind": "primary output",
        "worstPathMaxFanout": 38,
        "cp.arrival_ps": 14630,
        "critPathKind": "in -> out",
    },
    "power_and_ir_drop": {
        "peakVddDrop_uv": 9.832,
        "power_frac_clock": 0,
        "p_switching_uw": 208.3,
        "seq_power_share": 0,
        "swShare": 0.6464,
        "p_per_area_nw_per_um2": 19.50,
        "p_total_uw": 322.3,
        "p_int_uw": 113.9,
        "power.leakage_uw": 0.006730,
        "pwr-share-comb": 1.000,
    },
    "cts": {
        "cts-resized-gates": 0,
        "cts_setup_buffers": 0,
        "ctsHoldBuffers": 0,
    },
    "layout": {
        "final_util": 0.3836,
        "area_growth_pct": 25.98,
        "drive_gt1_frac": 0.08303,
        "largest_register_ffs": 3,
        "final_cells": 2815,
    },
    "routing": {
        "wl_um": 95040,
        "vias": 18560,
        "drc": 0,
        "viasPerCell": 6.593,
        "drtIter0Drc": 2752,
        "firstDrtPassIters": 6,
        "drtAntennaViolNets": 0,
        "wl_per_cell_um": 33.76,
    },
    "worst_hold_path": {
        "hold_class": "in -> out",
    },
    "place": {
        "dp.cells": 2813,
        "io_buffers": 299,
        "globalplace.congestion": 1.104,
        "dpl.hpwl_um": 77910,
    },
    "flow_run": {
        "warnings": 102,
        "cap_violations": 0,
    },
}
[layer usage]
layer	global-route usage	wire (um)	vias to the layer above
li1	-	-	7990
met1	0.5802	38470	8875
met2	0.5855	38120	1411
met3	0.1427	12700	275
met4	0.2041	5687	8
met5	0	57	-
[critical path: cells and delay by family]
family | cells | cell delay (ps)
XOR/XNOR | 1 | 190
buffers and inverters | 6 | 1820
adder cells (fa/ha/maj) | 3 | 1450
AND/OR/NAND/NOR | 8 | 1480
AND-OR/OR-AND | 12 | 3840
[path summary, 6_finish.rpt]
| check | startpoint | slack [ps] | endpoint | depth (start not counted) |
|---|---|---|---|---|
| setup / recovery | ir[2] | 8570 | rd_data[18] | 30 |
| hold / removal | ir[0] | 12530 | opcode[0] | 2 |
[cells by family (layout without fill, tap and decap cells)]
| kind of cell | count (synthesis) | after routing |
|---|---|---|
| and+or+nand+nor | 744 | 744 |
| buffers and inverters | 295 | 493 |
| xor gates and xnor gates | 16 | 16 |
| latches | 3 | 3 |
| muxes | 140 | 140 |
| other | 0 | 2 |
| adders and majority gates | 105 | 105 |
| AOI/OAI and AO/OA | 727 | 727 |
[cell type report]
type | count | area [sq um]
flip-flops and latches | 3 | 45.04
well taps | 585 | 732.0
fillers | 4546 | 26550
inverters | 123 | 474.2
repair buffers | 370 | 3516
multi-input cells | 1732 | 11750
diodes | 2 | 5.005
[metrics by stage]
stage | worst slack (ps) | instance area (sq um)
2_1_floorplan | 11730 | 13120
3_3_place_gp | 9039 | 16520
3_5_place_dp | 9004 | 16520
4_1_cts | 8936 | 16520
5_1_grt | 7975 | 16520
6_report | 8568 | 16520
[power groups by stage]
stage,Clock (uW),Combinational [uW],Sequential (uW)
global route,0.00000924,335,0.00545
CTS,0,308,0.00540
finish,0.00000927,322,0.00547
[cells in the final DEF, fill, tap and decap left out, drive strengths merged, types with 11 or more instances in the layout]
cell type / count
clkdlybuf4s50: 297
nand2: 215
nor2: 210
o21ai: 151
a21oi: 148
mux2i: 121
inv: 121
ha: 103
buf: 73
nand3: 67
a22oi: 66
nor3: 57
a211oi: 45
o211ai: 44
nand2b: 33
nor2b: 30
o221ai: 30
or3: 27
a211o: 22
and2: 21
mux2: 19
a221oi: 18
or2: 16
xnor2: 15
o22ai: 15
a32o: 15
a31oi: 14
a21o: 13
o2111ai: 13
nand4: 12
a221o: 12
o21bai: 11
and3: 11
a311oi: 11
nor4: 11
No activity file was given, so power comes from the tool's default toggle rates.
